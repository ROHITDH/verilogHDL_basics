==> flow/design.v <==
`timescale 1ns / 1ps
module triangle_wave(clk,reset,dac_out);
	input clk,reset;
	output [7:0]dac_out;
	reg [7:0]dac_out;
	reg [7:0]counter = 8'b0;
	reg en = 0;
	reg [5:0]clk_div = 6'b0;;
	always @(posedge clk)
		clk_div = clk_div + 1;
	always @(posedge clk_div[4])
		begin
			if (reset)
				counter = 0;
			else if((counter < 255) && (en == 0))
				begin
					counter = counter + 1;
					dac_out = counter;
				end
			else if(counter == 0)
				en = 0;
			else
				begin
					counter = counter - 1;
					en = 1;
					dac_out  = counter;
				end
		end
endmodule
==> flow/run.sh <==
#!/bin/bash
# OpenROAD 26Q1-2900-gdf79404cd8, Yosys 0.63+post, stock flow scripts
make -C /OpenROAD-flow-scripts/flow DESIGN_CONFIG=/design/flow/config.mk WORK_HOME=/design/flow/orfs finish
==> flow/config.mk <==
export PLATFORM = sky130hd
export DESIGN_NAME = triangle_wave
export DESIGN_NICKNAME = triangle_wave
export VERILOG_FILES = /design/flow/design.v
export SDC_FILE = /design/flow/constraint.sdc
export NUM_CORES = 4
export LEC_CHECK = 1
export CORE_AREA = 10 10 83 83
export DIE_AREA = 0 0 93 93
==> flow/constraint.sdc <==
current_design triangle_wave

set clk_period 1.0
set clk_io_pct 0.2

create_clock -name clk0 -period $clk_period [get_ports {clk}]

set non_clock_inputs [all_inputs -no_clocks]
set_input_delay [expr $clk_period * $clk_io_pct] -clock clk0 $non_clock_inputs
set_output_delay [expr $clk_period * $clk_io_pct] -clock clk0 [all_outputs]
==> reports/qor_table.md <==
| Step | Parameter | Value |
|:---|:---|:---|
| run status | Status | finished clean |
| min path | Class of the most critical hold timing path | reg -> reg |
| final timing | Number of unconstrained endpoints | 34 |
| routing | Total routed wirelength | 1700 um |
| worst setup path | Setup slack, reg-to-reg | 0.13 ns |
| clocking | Clk slew on worst S/H paths | 0.03 ns |
| floorplanning | Total die size | 8650 um2 |
| synth | Count of synthesis-stage warnings from yosys | 1 |
| clocking | Buffers inserted during post-CTS setup optimization | 0 |
| routing | Via total after detailed routing | 724 |
| final timing | Period utilization | 86.7% |
| worst setup path | Crit Path Max Fanout | 3 |
| layout | Relative area change from synthesis to final layout | 22.2% |
| final timing | Maximum clock skew at final layout | 0.00145 ns |
| power | Peak supply drop | 1.50 mV |
| worst setup path | Startpoint of the lowest-slack register-to-register path | clk_div[0] |
| global route | Maximum number of pins on one net before global-route repair | 18 |
| worst setup path | WP data required | 1.10 ns |
| place | Global placement routability congestion | 0.829 |
| clocking | Total number of H-tree levels | 1 |
| place | # port buffers | 9 |
| final timing | Total setup violations reported at the end of the flow | 0 |
| clocking | CTS tree | done |
| final timing | Final tally of hold violations | 0 |
| routing | Final antenna-violating net count | 0 |
| layout | Final standard cell area without fillers | 1270 um2 |
| worst setup path | Worst reg2reg path endpoint | clk_div[4] |
| synth | Post-synth cell types | 36 |
| clocking | Hold bufs inserted after CTS | 0 |
| synth | Syn avg cell area | 11.4 um2 |
| worst setup path | Worst setup startpoint | clk_div[0] |
| final timing | Transition time of the tightest slew-check pin | 0.701 ns |
| routing | Post-route DRC violation count | 0 |
| layout | Share of cells above drive strength 1 | 7.62% |
| final timing | Setup WS post-layout | 0.133 ns |
| final timing | Final critical-path required period | 0.867 ns |
| worst setup path | Nature of the critical path startpoint | flop |
| global route | Number of global-route vias before repair | 685 |
| floorplanning | Die X-Extent | 93 um |
| routing | Routed len/inst | 9.69 um |
| floorplanning | Placement row count | 26 |
| synth | Synth Instances | 91 |
| synth | Cell area after synthesis | 1040 um2 |
| floorplanning | Die height | 93 um |
| final timing | Setup TNS | 0 ns |
| clocking | Clock buffers created by TritonCTS | 3 |
| final timing | Minimum hold slack | 0.397 ns |
| worst setup path | Capturing element type of the critical path | flop |
| power | Power density over the cells | 465 nW/um2 |
| place | Worst slack after detailed placement | 0.125 ns |
| final timing | Headroom to the max-slew limit | 53.2% |
| worst setup path | R2r worst-path depth | 3 |
| final timing | Fmax | 1.15 GHz |
| place | Dpl cells | 171 |
| layout | Non-Filler Instances | 175 |
| routing | Detailed-route vias per instance | 4.14 |
| clocking | Number of buffers on the longest clock path | 2 |
| floorplanning | Floorplan core density | 20.2% |
| synth | Post-synthesis sequential area ratio | 51.2% |
| worst setup path | Start-to-end type of the worst setup path | reg -> reg |
| global route | Wire length of the first global-routing pass | 3030 um |
| place | Post-place instance area | 1220 um2 |
| global route | GRT Total Usage | 4.10% |
| final timing | RSZ-0062 raised after global routing | false |
| routing | Detailed-router iteration count before antenna repair | 4 |
| floorplanning | Core area | 5140 um2 |
| run | Max-cap check violation count | 0 |
| min path | Worst Hold Path Cells | 1 |
| clocking | Cells resized by post-CTS repair | 0 |
| synth | Post-synth regs | 22 |
| worst setup path | End point of the critical path | clk_div[4] |
| routing | Diodes inserted | 0 |
| clocking | Clock insertion delay at the later pin of the skew report | 0.21 ns |
| floorplanning | Boundary pin count | 10 |
| layout | Fillcell total | 570 |
| global route | Residual overflow from global routing | 0 |
| run | Number of warning messages in the logs | 25 |
| global route | Initial antenna violation count | 0 |
| synth | Chip area in the Yosys report | 1040 um2 |
| clocking | Clock root buffer master | sky130_fd_sc_hd__clkbuf_8 |
| synth | Number of standard cells reported by yosys | 91 |
| final timing | Slew Limit Fails | 0 |
| final timing | Register pins left without a clock | 17 |
| worst setup path | Worst endpoint data arrival time | 0.97 ns |
| power | Leakage dissipation | 0.000471 uW |
| routing | DR iter-0 viols | 20 |
| place | Sum of net half-perimeters after detailed placement | 1320 um |
[kinds of logic (layout without fill, tap and decap cells)]
kind of cell / count (synthesis) / in the layout / share of synthesized area, %
AND-OR/OR-AND: 21 / 21 / 15.0
buffers and inverters: 6 / 20 / 2.17
AND/OR/NAND/NOR: 29 / 29 / 17.0
XOR/XNOR: 5 / 5 / 4.23
flip-flops: 22 / 22 / 51.2
adder cells (fa/ha/maj): 8 / 8 / 10.4
[synth_stat cells]
cell type,count,area [um2]
sky130_fd_sc_hd__or2_2,1,6.26
sky130_fd_sc_hd__o311ai_0,1,8.76
sky130_fd_sc_hd__o21bai_1,2,15.0
sky130_fd_sc_hd__a21oi_1,4,20.0
sky130_fd_sc_hd__nor2_1,3,11.3
sky130_fd_sc_hd__nand4_1,2,12.5
sky130_fd_sc_hd__o21ai_0,1,5.00
sky130_fd_sc_hd__ha_1,7,87.6
sky130_fd_sc_hd__fa_1,1,20.0
sky130_fd_sc_hd__a21boi_0,1,7.51
sky130_fd_sc_hd__dfxtp_1,13,260
sky130_fd_sc_hd__nor3_1,1,5.00
sky130_fd_sc_hd__a31o_2,1,8.76
sky130_fd_sc_hd__o21a_1,2,15.0
sky130_fd_sc_hd__nor4_1,2,12.5
sky130_fd_sc_hd__inv_1,6,22.5
sky130_fd_sc_hd__a311oi_1,1,8.76
sky130_fd_sc_hd__a211o_1,1,8.76
sky130_fd_sc_hd__and2_1,6,37.5
sky130_fd_sc_hd__nand2_1,3,11.3
sky130_fd_sc_hd__a211oi_1,1,7.51
sky130_fd_sc_hd__or4_1,1,7.51
sky130_fd_sc_hd__and4_4,1,11.3
sky130_fd_sc_hd__xnor2_1,2,17.5
sky130_fd_sc_hd__a22oi_1,1,7.51
sky130_fd_sc_hd__xor2_1,3,26.3
sky130_fd_sc_hd__o211ai_1,1,7.51
sky130_fd_sc_hd__nand3_1,2,10.0
sky130_fd_sc_hd__o311ai_1,1,8.76
sky130_fd_sc_hd__a2111o_1,1,11.3
sky130_fd_sc_hd__nor3b_1,3,22.5
sky130_fd_sc_hd__nor3_2,1,10.0
sky130_fd_sc_hd__nor2b_1,2,12.5
sky130_fd_sc_hd__nand2b_1,1,6.26
sky130_fd_sc_hd__edfxtp_1,9,270
sky130_fd_sc_hd__a21o_1,2,15.0
[per-layer routing]
layer,share of wire (%),vias to the layer above,wire [um],global-route usage [%]
met4,0,0,0,0.257
met2,47,14,800,7.24
met1,46,339,778,5.06
li1,-,371,-,-
met5,0,-,0,0
met3,6.9,0,117,1.21
[placed cells by master, fill, tap and decap left out, types with 2 or more instances in the layout]
cell type	Yosys	layout
sky130_fd_sc_hd__edfxtp_1	9	9
sky130_fd_sc_hd__xnor2_1	2	2
sky130_fd_sc_hd__dfxtp_1	13	13
sky130_fd_sc_hd__and2_1	6	6
sky130_fd_sc_hd__clkbuf_8	0	3
sky130_fd_sc_hd__clkdlybuf4s50_1	0	9
sky130_fd_sc_hd__nor4_1	2	2
sky130_fd_sc_hd__nand3_1	2	2
sky130_fd_sc_hd__nand4_1	2	2
sky130_fd_sc_hd__inv_1	6	6
sky130_fd_sc_hd__o21a_1	2	2
sky130_fd_sc_hd__nand2_1	3	3
sky130_fd_sc_hd__xor2_1	3	3
sky130_fd_sc_hd__ha_1	7	7
sky130_fd_sc_hd__a21o_1	2	2
sky130_fd_sc_hd__nor3b_1	3	3
sky130_fd_sc_hd__a21oi_1	4	4
sky130_fd_sc_hd__nor2_1	3	3
sky130_fd_sc_hd__o21bai_1	2	2
sky130_fd_sc_hd__nor2b_1	2	2
[worst max-delay path: stages (launching register included)]
cell and delay, ns:
sky130_fd_sc_hd__dfxtp_1 0.35, sky130_fd_sc_hd__ha_1 0.19, sky130_fd_sc_hd__nand3_1 0.10, sky130_fd_sc_hd__xnor2_1 0.13
[power by group]
part | switching [uW] | leakage, uW | internal, uW
Clock | 86.4 | 0.0000228 | 273
Combinational | 13.5 | 0.000259 | 9.55
Sequential | 0 | 0.000190 | 206
Total | 100 | 0.000471 | 488
[area by class of cell]
cell class              count  area, um2  area share (%)
clock buffers               4       45.0            3.56
inverters                   6       22.5            1.78
multi-input cells          63        483            38.1
flip-flops and latches     22        531            41.9
well taps                  70       87.6            6.92
repair buffers             10       97.6            7.71
[registers in the layout (all words and copies together) (netlist names)]
register and flops:
dac_out 8, counter 8, clk_div 5, en 1
[through the flow]
stage / utilization [%] / power, uW
6_report: 24.6 / 588
5_1_grt: 24.6 / 635
4_1_cts: 24.6 / 600
3_5_place_dp: 23.8 / 233
3_3_place_gp: 23.8 / 232
2_1_floorplan: - / 224
[worst min path at each step]
stage	start	to	slack, ns
CTS	clk_div[0]	clk_div[0]	0.40
global route	clk_div[0]	clk_div[0]	0.41
finish	clk_div[0]	clk_div[0]	0.40
Power figures rest on the tool's default switching activity, not on a simulated workload.
