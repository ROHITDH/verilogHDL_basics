### flow/design.v
`timescale 1ns / 1ps
module square_wave(clk,reset,dac_out);
	input clk, reset;
	output [7:0]dac_out;
	reg [7:0]dac_out;
	reg [7:0]counter = 8'b0;
	reg en = 1'b0;
	reg [3:0]clk_div = 6'b0;
	always @(posedge clk)
		clk_div = clk_div+1;
	always @(posedge clk_div[3])
		begin
			if(reset)
				counter = 8'b0;
			else if((counter < 255) && (en == 0))
				begin
					counter = counter + 1;
					dac_out = 8'b0000_0000;
				end
			else if(counter == 0)
				en = 0;
			else
				begin
					counter = counter - 1;
					en = 1;
					dac_out = 8'b1111_1111;
				end
		end
endmodule
### flow/run.sh
#!/bin/bash
# OpenROAD 26Q1-2900-gdf79404cd8, Yosys 0.63+post, stock flow scripts
make -C /OpenROAD-flow-scripts/flow DESIGN_CONFIG=/design/flow/config.mk WORK_HOME=/design/flow/orfs finish
### flow/config.mk
export PLATFORM = sky130hd
export DESIGN_NAME = square_wave
export DESIGN_NICKNAME = square_wave
export VERILOG_FILES = /design/flow/design.v
export SDC_FILE = /design/flow/constraint.sdc
export NUM_CORES = 4
export LEC_CHECK = 1
export CORE_AREA = 10 10 79 79
export DIE_AREA = 0 0 89 89
### flow/constraint.sdc
current_design square_wave

set clk_period 1.0
set clk_io_pct 0.2

create_clock -name clk0 -period $clk_period [get_ports {clk}]

set non_clock_inputs [all_inputs -no_clocks]
set_input_delay [expr $clk_period * $clk_io_pct] -clock clk0 $non_clock_inputs
set_output_delay [expr $clk_period * $clk_io_pct] -clock clk0 [all_outputs]
==> flow_metrics.env <==
# implementation run metrics
export IMPL_status="complete, no violations"
export IMPL_cts_buffer_depth=2
export IMPL_grt_max_degree=13
export IMPL_ys_types=28
export IMPL_post_route_min_period_ns=0.787
export IMPL_cts_root_buf="clkbuf_8"
export IMPL_cts_resized=0
export IMPL_vias_per_cell=3.99
export IMPL_postCtsHoldBufs=0
export IMPL_ys_warnings_count=1
export IMPL_ant_nets=0
export IMPL_post_cts_buffers=0
export IMPL_peakVddDrop_uv=676
export IMPL_timing_max_cap_violations=0
export IMPL_grt_first_pass_wirelength_um=2210
export IMPL_ys_flops=14
export IMPL_io_pins=10
export IMPL_synth_seq_share_pct=39.1
export IMPL_period_used_pct=78.7
export IMPL_syn_area_um2=768
export IMPL_setup_viol=0
export IMPL_startpoint_type="flop"
export IMPL_gp_congestion=0.727
export IMPL_routed_wl_um=1240
export IMPL_h_tree_depth=1
export IMPL_areaGrowthSynthToFinish_pct=19.1
export IMPL_comb_area_um2=404
export IMPL_critPathCapture="clk_div[2]"
export IMPL_ys_chip_area_um2=768
export IMPL_hold_class="reg2reg"
export IMPL_routedWlPerCell_um=9.13
export IMPL_die_area_um2=7920
export IMPL_fin_skew_ns=0.00462
export IMPL_maxUsedRoutingLayer="met4"
export IMPL_cp_arrival_ns=0.88
export IMPL_power_mw=0.514
export IMPL_cts_buffers=3
export IMPL_avgSynthCellArea_um2=9.98
export IMPL_gr_total_overflow=0
export IMPL_final_cells=136
export IMPL_groute_usage_overall_pct=3.33
export IMPL_warning_count=25
export IMPL_unclocked_pins=10
export IMPL_drc=0
export IMPL_rows=25
export IMPL_r2r_cells=2
export IMPL_fillers=485
export IMPL_vias=543
export IMPL_wl_met3_um=136
export IMPL_clk_pin_slew_ns=0.03
export IMPL_synth_xor_area_share_pct=6.84
export IMPL_cts_tree="yes"
export IMPL_syn_inst=77
export IMPL_drt_initial_drc_count=49
export IMPL_seq_area_um2=300
export IMPL_die_h_um=89
export IMPL_drive_gt1_share_pct=8.54
export IMPL_unconstrained_endpoints=20
export IMPL_grt_pass1_vias=534
export IMPL_placed_cell_area_um2=873
export IMPL_fin_area_um2=915
export IMPL_p_leak_nw=0.374
export IMPL_relSlewSlack_pct=66.9
export IMPL_reg2reg_slack_ns=0.21
export IMPL_rsz0062_at_grt="false"
export IMPL_place_inst=133
export IMPL_ys_sh_aoi_pct=12.2
export IMPL_crit_type="reg2reg"
export IMPL_whs_ns=0.396
export IMPL_crit_fanout=3
export IMPL_ys_cells=77
export IMPL_hold_viol=0
export IMPL_fmax_mhz=1270
export IMPL_r2r_start="clk_div[0]"
export IMPL_port_buffers=9
export IMPL_crit_start="clk_div[0]"
export IMPL_p_per_area_nw_per_um2=562
export IMPL_synthSimpleGateAreaFrac_pct=16.8
export IMPL_place_hpwl_um=963
export IMPL_mux_share_pct=2.77
export IMPL_tightest_slew_ns=0.496
export IMPL_core_um2=4660
export IMPL_n_antenna_cell=0
export IMPL_fin_tns_setup_ns=0
export IMPL_initial_utilization_pct=16.5
export IMPL_die_w_um=89
export IMPL_lay_top_count="dfxtp_1"
export IMPL_synthAdderAreaFrac_pct=14.0
export IMPL_timing_rr_end="clk_div[2]"
export IMPL_mostFrequentLayoutCells="12 x dfxtp_1, 9 x clkdlybuf4s50_1, 7 x ha_1"
export IMPL_critPathRequiredTime_ns=1.09
export IMPL_clock_latency_ns=0.22
export IMPL_first_pass_iters=4
export IMPL_top_logic_kind="simple AND/OR/NAND/NOR gates"
export IMPL_slew_violations=0
export IMPL_wl_met1_um=563
export IMPL_met2_length_um=534
export IMPL_endpoint_kind="flop"
export IMPL_antenna_found_initial=0
==> state kept, by name (all words and copies together) (netlist names) <==
signal and count:
clk_div 4, counter 8, dac_out 1, en 1
==> power by group <==
group | internal [mW] | switching (mW)
combinational | 0.00878 | 0.00959
sequential | 0.163 | 0
clock | 0.256 | 0.0774
total | 0.427 | 0.0870
==> through the flow <==
stage	setup WS, ns	util (%)
after global routing	0.186	19.6
final	0.213	19.6
after detailed placement	0.237	18.7
after global placement	0.249	18.7
after floorplan	0.260	-
after CTS	0.212	19.6
==> cells in the mapped netlist, drive strengths merged <==
master	count	area [um^2]
nor2b	2	12.5
xnor2	3	26.3
nand2	4	15.0
a21oi	4	23.8
xor2	3	26.3
fa	1	20.0
nor3	2	10.0
nand3	2	10.0
o21bai	1	11.3
nor4bb	1	10.0
nor4	2	12.5
a31o	2	17.5
nor2	6	22.5
buf	7	52.6
mux2i	1	10.0
and4	1	10.0
or2b	1	7.51
nand4	2	12.5
a31oi	3	18.8
mux2	1	11.3
edfxtp	2	60.1
inv	3	11.3
a21o	3	22.5
dfxtp	12	240
and2	1	6.26
ha	7	87.6
==> cell families (layout without fill, tap and decap cells) <==
| kind of cell | Yosys count | after routing |
|---|---|---|
| multiplexers | 2 | 2 |
| flip-flops | 14 | 14 |
| AND-OR/OR-AND | 13 | 13 |
| XOR/XNOR | 6 | 6 |
| adder cells (fa/ha/maj) | 8 | 8 |
| buffers and inverters | 10 | 15 |
| AND/OR/NAND/NOR | 24 | 24 |
==> critical path, stage by stage (launching register included) <==
cell	delay, ns
dfxtp_1	0.32
ha_1	0.21
xor2_1	0.14
==> cell type report <==
cell class              count  share of cell area [%]
well taps                  54                    7.39
flip-flops and latches     14                    32.8
inverters                   3                    1.23
repair buffers              9                    9.85
clock buffers               3                    4.51
multi-input cells          53                    44.2
==> layer usage <==
metal	vias to the layer above	track usage [%]
li1	280	-
met3	2	1.19
met4	0	0.434
met5	-	0
met1	247	4.40
met2	14	5.25
==> worst min-delay path by stage <==
stage	start	endpoint	slack [ns]	cells past startpoint
4_1_cts	clk_div[0]	clk_div[0]	0.40	1
5_1_grt	clk_div[0]	clk_div[0]	0.40	1
6_report	clk_div[0]	clk_div[0]	0.40	1
Power is estimated from default activity; no workload was simulated.
